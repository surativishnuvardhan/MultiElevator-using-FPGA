### /design/flow/run.sh
#!/bin/bash
# OpenROAD 26Q1-2900-gdf79404cd8, Yosys 0.63+post, stock flow scripts
make -C /OpenROAD-flow-scripts/flow DESIGN_CONFIG=/design/flow/config.mk WORK_HOME=/design/flow/orfs finish
### /design/flow/config.mk
export PLATFORM = sky130hd
export DESIGN_NAME = elevatorwork
export DESIGN_NICKNAME = elevatorwork
export VERILOG_FILES = /design/flow/design.v
export SDC_FILE = /design/flow/constraint.sdc
export NUM_CORES = 4
export LEC_CHECK = 1
export CORE_AREA = 10 10 84 84
export DIE_AREA = 0 0 94 94
### /design/flow/constraint.sdc
current_design elevatorwork

set clk_period 1.4
set clk_io_pct 0.2

create_clock -name clk0 -period $clk_period [get_ports {clk}]

set non_clock_inputs [all_inputs -no_clocks]
set_input_delay [expr $clk_period * $clk_io_pct] -clock clk0 $non_clock_inputs
set_output_delay [expr $clk_period * $clk_io_pct] -clock clk0 [all_outputs]
### /design/flow/design.v
module elevatorwork(
input clk,
input reset,
input [1:0] call_buttons_up,
input [1:0] call_buttons_down,
input [1:0] position_sensor,
input [1:0] input_floor,
input fire_alarm_sensors,
input power_outage_sensors,
output reg [1:0] elevator_motor_control, 
output reg door_control, 
output reg [1:0] floor_display,
output reg emergency_mode_signals  
);
parameter IDLE = 3'b000;
parameter MOVING_UP = 3'b001;
parameter MOVING_DOWN = 3'b010;
parameter DOOR_OPENING = 3'b011;
parameter DOOR_CLOSING = 3'b100;
parameter EMERGENCY_MODE = 3'b101;
reg [2:0] current_state;
reg [2:0] next_state;
always @(posedge clk or posedge reset) begin
    if (reset)
        current_state <= IDLE;
    else
        current_state <= next_state;
end
always @* begin
    next_state = current_state;
    case (current_state)
        IDLE: begin
            if ((input_floor > position_sensor) || (call_buttons_up > position_sensor) || (call_buttons_down > position_sensor))
                next_state = MOVING_UP;
            else if ((input_floor < position_sensor) || (call_buttons_up < position_sensor) || (call_buttons_down < position_sensor))
                next_state = MOVING_DOWN;
            if (fire_alarm_sensors || power_outage_sensors)
                next_state = EMERGENCY_MODE;  
        end
        MOVING_UP, MOVING_DOWN: begin
            if ((position_sensor == call_buttons_up) || (input_floor == position_sensor))
                next_state = DOOR_OPENING;
            else if ((position_sensor == call_buttons_down) || (input_floor == position_sensor))
                next_state = DOOR_OPENING;
            if (fire_alarm_sensors || power_outage_sensors)
                next_state = EMERGENCY_MODE;  
        end
        DOOR_OPENING: begin
            if ((call_buttons_up == position_sensor) || (call_buttons_down == position_sensor))
                next_state = DOOR_CLOSING;
            else if (fire_alarm_sensors || power_outage_sensors)
                next_state = EMERGENCY_MODE;
        end
        DOOR_CLOSING: begin
            if ((call_buttons_up == 2'b00) && (input_floor == 2'b00) && (call_buttons_down == 2'b00))
                next_state = IDLE;
            else if ((input_floor > position_sensor) || (call_buttons_up > position_sensor) || (call_buttons_down > position_sensor))
                next_state = MOVING_UP;
            else if ((input_floor < position_sensor) || (call_buttons_up < position_sensor) || (call_buttons_down < position_sensor))
                next_state = MOVING_DOWN;
            if (fire_alarm_sensors || power_outage_sensors)
                next_state = EMERGENCY_MODE;
        end
        EMERGENCY_MODE: begin
            if (~fire_alarm_sensors || ~power_outage_sensors)
                next_state = IDLE;
        end
    endcase
end
always @* begin
    case (current_state)
        IDLE: begin
            elevator_motor_control = 2'b00;
            door_control = 1'b0;
        end
        MOVING_UP: begin
            elevator_motor_control = 2'b01;  
            door_control = 1'b0;  
        end
        MOVING_DOWN: begin
            elevator_motor_control = 2'b10;  
            door_control = 1'b0;
        end
        DOOR_OPENING: begin
            elevator_motor_control = 2'b00;
            door_control = 1'b1;  
        end
        DOOR_CLOSING: begin
            elevator_motor_control = 2'b00;
            door_control = 1'b0;
        end
        EMERGENCY_MODE: begin
            elevator_motor_control = 2'b00;
            door_control = 1'b1;
        end
    endcase
    floor_display = position_sensor;
    emergency_mode_signals = (fire_alarm_sensors | power_outage_sensors);
end
endmodule
==> results_dict.tcl <==
# collected from the flow reports
set metrics [dict create \
    synth_cell_types 28 \
    n_antenna_cell 0 \
    crit_fanout 2 \
    fp_util 0.1106 \
    grt_usage 0.03727 \
    fmax_mhz 668.4 \
    drv_cap 0 \
    num_vias 585 \
    slew_viol_final 0 \
    min_path_type "in2async" \
    viasPerCell 3.382 \
    skew_ps 3.296 \
    end_kind "flip-flop" \
    nFillCells 585 \
    leakage_nw 0.4716 \
    path_depth 4 \
    power_uw 871.1 \
    ff_type "dfrtp_1" \
    grt_pass1_vias 587 \
    syn_avg_cell_area_um2 8.464 \
    unclocked_pins 3 \
    numCtsBuffers 3 \
    setup_viol 1 \
    mostFrequentLayoutCells "buf_4, nand2_1" \
    vdd_drop_max_v 0.0002179 \
    die_y_um 94 \
    cts_tree "built" \
    stdcell_count 173 \
    grt_overflow_total 0 \
    dp_hpwl_mm 1.345 \
    grt_pass1_wl_mm 2.718 \
    io_pins 18 \
    wl_per_cell_um 9.694 \
    async_flop_share 0.6667 \
    yosys_cells 68 \
    ys_warn_count 1 \
    path_buffers 0 \
    grt_max_degree 7 \
    placed_area_um2 904.6 \
    clk_path_buf_depth 2 \
    first_iter_violations 34 \
    fin_ws_ps -96.11 \
    hold_ws_ps 269.4 \
    finalCoreUtilization 0.2002 \
    clk_latency_ps 220 \
    htreeDepth 1 \
    crit_chain "or4_4 > a21o_1 > a21o_1 > a22o_1" \
    antenna_found_initial 0 \
    rsz0062_at_grt "yes" \
    path_delay_family "simple AND/OR/NAND/NOR gates" \
    syn_area_um2 575.6 \
    period_minus_slack_ps 1496 \
    status "complete, but fails checks" \
    reg2reg_depth 4 \
    hold_viol_final 0 \
    ys_ff 9 \
    powerDensity_nw_per_um2 835.8 \
    cts-root-buf "clkbuf_8" \
    worst_pin_slew_ps 295.1 \
    syn_to_final_growth_pct 81.09 \
    pre_cts_slack_ps -608.3 \
    slew_headroom 0.8032 \
    drive_above_1_share 0.4563 \
    placed_cells 164 \
    portBuffers 17 \
    fin_crit_sh 1.069 \
    worstSetupPathType "reg2reg" \
    routed_wl_mm 1.677 \
    finish.instance_area_um2 1042 \
    die_w_um 94 \
    critical_path_required_ps 1510 \
    ant_nets 0 \
    drt_pass1_iterations 4 \
    row_count 26 \
    synthCells 68 \
    place.gp.congestion 0.8101 \
    failed_checks "setup timing" \
    clkTransAtPathRegs_ps 40 \
    remaining_drc_errors 0 \
    slowest_delay_ps 530 \
    cp_data_arrival_time_ps 1600 \
    fin_tns_setup_ps -96.11 \
    dieArea_um2 8836 \
    crit_path_start_kind "flip-flop" \
    path_common_cell "a21o_1" \
    yosys_area_um2 575.6 \
    edf_count 0 \
    design.core.area_um2 5205 \
    cpMaxStageDelayCell "or4_4" \
    lay_top_count "buf_4" \
    untimed_endpoints 6 \
    warnings 28 \
]
## cell families (layout without fill, tap and decap cells)
family          Yosys count  in the layout  share of synthesized area
compound gates           17             17                     0.2217
buf+inv                  14             49                     0.1152
fa+ha+maj                 6              6                     0.1304
flops                     6              6                     0.2631
simple gates             22             22                     0.1913
latches                   3              3                    0.07826
## state kept, by name, indices dropped and copies added, names as in the netlist
| name | cells |
|---|---|
| current_state | 6 |
| door_control | 1 |
| elevator_motor_control | 2 |
## layout make-up
cell class | count | area (um2) | share of cell area
sequential | 9 | 196.4 | 0.1885
inverter | 10 | 40.04 | 0.03842
multi-input combinational | 45 | 411.6 | 0.3950
clock buffer | 4 | 45.04 | 0.04322
timing repair buffer | 35 | 261.5 | 0.2509
tap | 70 | 87.58 | 0.08403
## worst paths after layout
check	startpoint	end	slack (ps)
worst max-delay path	current_state[0]$_DFF_PP1_	current_state[4]$_DFF_PP0_	-100
worst min-delay path	reset	current_state[4]$_DFF_PP0_	270
worst max register to register	current_state[0]$_DFF_PP1_	current_state[4]$_DFF_PP0_	-100
worst min register to register	current_state[5]$_DFF_PP0_	current_state[5]$_DFF_PP0_	550
max in group asynchronous	reset	current_state[0]$_DFF_PP1_	880
min in group clk0	power_outage_sensors	current_state[4]$_DFF_PP0_	520
## where the power goes
group	switching, mW	internal (mW)	leakage [nW]
clock network	0.0694	0.195	0.0228
registers	0.0164	0.245	0.102
logic	0.141	0.203	0.347
## worst reg2reg max path, cell delays in order (launching register included)
cell and delay [ps]:
dfstp_2 360, or4_4 540, a21o_1 180, a21o_1 150, a22o_1 170
## routing by layer
| layer | wire length, um | share of wire | vias to the layer above | track usage |
|---|---|---|---|---|
| met4 | 36 | 0.021 | 0 | 0.01139 |
| met3 | 97 | 0.058 | 2 | 0.008078 |
| met1 | 738 | 0.44 | 267 | 0.04427 |
| li1 | - | - | 307 | - |
| met2 | 805 | 0.48 | 9 | 0.06509 |
| met5 | 0 | 0 | - | 0 |
## cell usage after synthesis (2+ instances only)
| cell type | n | area (um2) |
|---|---|---|
| nand2_1 | 8 | 30.03 |
| dfrtp_1 | 5 | 125.1 |
| o21ai_0 | 3 | 15.01 |
| nor2_1 | 4 | 15.01 |
| nand3_1 | 2 | 10.01 |
| nor4_1 | 2 | 12.51 |
| a21o_1 | 2 | 15.01 |
| nand2b_1 | 3 | 18.77 |
| inv_1 | 10 | 37.54 |
| dlxtn_1 | 3 | 45.04 |
| ha_1 | 6 | 75.07 |
| buf_4 | 2 | 15.01 |
| a21boi_0 | 3 | 22.52 |
## timing repair
action	in CTS	in global routing
setup endpoints to repair	9	5
hold buffers	0	0
buffers inserted	3	2
pin swaps	8	5
gates resized	32	14
Power figures rest on the tool's default switching activity, not on a simulated workload.
